==> /design/flow/design.v <==
module data_mem #(
    parameter DATA_WIDTH = 32,
    parameter ADDR_WIDTH = 32,
    parameter MEM_SIZE = 64
) (
    input wire clk,
    input wire wr_en,
    input wire [2:0] funct3,
    input wire [ADDR_WIDTH-1:0] wr_addr,
    input wire [DATA_WIDTH-1:0] wr_data,
    output reg [DATA_WIDTH-1:0] rd_data_mem
);
    reg [DATA_WIDTH-1:0] mem [0:MEM_SIZE-1];
    wire [ADDR_WIDTH-1:0] word_addr = wr_addr[ADDR_WIDTH-1:2] % MEM_SIZE;
    always @(posedge clk) begin
        if (wr_en) begin
            case (funct3)
                3'b000: begin  
                    case (wr_addr[1:0])
                        2'b00: mem[word_addr][7:0] <= wr_data[7:0];
                        2'b01: mem[word_addr][15:8] <= wr_data[7:0];
                        2'b10: mem[word_addr][23:16] <= wr_data[7:0];
                        2'b11: mem[word_addr][31:24] <= wr_data[7:0];
                    endcase
                end
                3'b001: begin  
                    case (wr_addr[1:0])
                        2'b00: mem[word_addr][15:0] <= wr_data[15:0];  
                        2'b10: mem[word_addr][31:16] <= wr_data[15:0];  
                    endcase
                end
                3'b010: begin  
                    mem[word_addr] <= wr_data;
                end
                default: begin
                end
            endcase
        end
    end
    always @(*) begin
        case (funct3)
            3'b000: begin  
                case (wr_addr[1:0])
                    2'b00: rd_data_mem <= {{24{mem[word_addr][7]}}, mem[word_addr][7:0]};
                    2'b01: rd_data_mem <= {{24{mem[word_addr][15]}}, mem[word_addr][15:8]};
                    2'b10: rd_data_mem <= {{24{mem[word_addr][23]}}, mem[word_addr][23:16]};
                    2'b11: rd_data_mem <= {{24{mem[word_addr][31]}}, mem[word_addr][31:24]};
                endcase
            end
            3'b100: begin  
                case (wr_addr[1:0])
                    2'b00: rd_data_mem <= {24'b0, mem[word_addr][7:0]};
                    2'b01: rd_data_mem <= {24'b0, mem[word_addr][15:8]};
                    2'b10: rd_data_mem <= {24'b0, mem[word_addr][23:16]};
                    2'b11: rd_data_mem <= {24'b0, mem[word_addr][31:24]};
                endcase
            end
            3'b010: begin  
                rd_data_mem <= mem[word_addr];
            end
            3'b001: begin 
                case (wr_addr[1:0])
		      2'b00: rd_data_mem <= {{16{mem[word_addr][15]}}, mem[word_addr][15:0]};  
                    2'b10: rd_data_mem <= {{16{mem[word_addr][31]}}, mem[word_addr][31:16]};  
                endcase
            end
            3'b101: begin
                case (wr_addr[1:0])
                    2'b00: rd_data_mem <= {16'b0, mem[word_addr][15:0]};  
                    2'b10: rd_data_mem <= {16'b0, mem[word_addr][31:16]};  
                endcase
            end
            default: begin
                rd_data_mem <= 32'b0;
            end
        endcase
    end
endmodule
==> /design/flow/run.sh <==
#!/bin/bash
# OpenROAD 26Q1-2900-gdf79404cd8, Yosys 0.63+post, stock flow scripts
make -C /OpenROAD-flow-scripts/flow DESIGN_CONFIG=/design/flow/config.mk WORK_HOME=/design/flow/orfs finish
==> /design/flow/config.mk <==
export PLATFORM = sky130hd
export DESIGN_NAME = data_mem
export DESIGN_NICKNAME = data_mem
export VERILOG_FILES = /design/flow/design.v
export SDC_FILE = /design/flow/constraint.sdc
export NUM_CORES = 4
export LEC_CHECK = 1
export CORE_UTILIZATION = 40
==> /design/flow/constraint.sdc <==
current_design data_mem

set clk_period 24.2
set clk_io_pct 0.2

create_clock -name clk0 -period $clk_period [get_ports {clk}]

set non_clock_inputs [all_inputs -no_clocks]
set_input_delay [expr $clk_period * $clk_io_pct] -clock clk0 $non_clock_inputs
set_output_delay [expr $clk_period * $clk_io_pct] -clock clk0 [all_outputs]
==> Changelog: implementation <==
### Implementation results

- Status: completed
- Net Sw Power: between 1500 and 2000 uW
- Met1 Track Usage GR: 0.3119
- Net Sw Frac: 0.2195
- Post-CTS setup buffer count: 0
- Xor/xnor share: 0
- Fmax: 115.4 MHz
- Final wirelength: between 200000 and 300000 um
- Slew Limit Fails: 0
- Ranking of synthesized cells by area: edfxtp_1, a22oi_1, a221oi_1, mux2i_1, nor2_1
- Num ports: between 100 and 150
- Hold/Removal Path Class: primary input to register
- Startpoint types: primary input
- Top Usage Layer GRT: met2
- Post-cts resize count: 0
- Comb gate area: approximately 0.016 mm2
- Number of antenna-violating nets in the routed design: 0
- Mapped Area: roughly 0.079 mm2
- Drt first pass iters: 8
- Critical Path AT: a little over 9 ns
- Critical Path Max Stage Delay: roughly 1.0 ns
- Count of unclocked register or latch pins: 32
- Yosys Chip Area: 0.07902 mm2
- CTS tree: done
- Synth mux share: 0.04292
- First-pass GRT wire length: between 300000 and 400000 um
- RSZ-0062 raised after global routing: no
- Netlist cell types: approximately 80
- Cts hold-fix bufs: 0
- Starting density of the core: 0.4040
- CP Max Fanout: ~67
- Slew Limit Headroom: 0.1727
- Worst Min Path Start: wr_data[0]
- EDFF count, synth: a little over 2000
- Pint: roughly 5600 uW
- Top_reg_cell synth: edfxtp_1
- Root Driver: clkbuf_16
- Critical path's top delay family: simple AND/OR/NAND/NOR gates
- Share of layout cells above drive strength 1: 0.1589
- Worst-path clk slew: approximately 0.06 ns
- # DRC: 0
- Clock power frac: 0.400
- Top-area cell share: 0.7782
- PwrDens: approximately 80 mW/mm2
- Chip height: roughly 450 um
- Initial DRC count: ~3800
- Detailed placement HPWL: ~160000 um
- DR vias: about 46000
- Yosys aoi share: 0.1115
- Final setup viols: 0
- Fraction of the mapped netlist area in simple logic gates: 0.03895
- Wire per inst: 34.60 um
- H-tree levels: 4
- Worst setup EP type: register
- Crit. Startpoint: wr_addr[4]
- Fin crit share: 0.3581
- Vias in the first global route: 47690
- Logic family by area: AND-OR/OR-AND gates
- Total Routing Usage GR: 0.2898
- Number of unconstrained endpoints: between 60 and 70
- Initial antenna violation count: 21
- Yosys synthesis warning count: 1
- Met3 usage: 0.2369
- Register Area: slightly above 0.06 mm2
- Core ar.: between 0.15 and 0.2 mm2
- Critical path cell sequence: buf_8 > buf_4 > and3_4 > buf_12 > nand2_1 > nor2_1
- Final hold violation count: 0
- Congestion Overflow GR: 0
- Leakage power: approximately 0.025 uW
- Fa+ha+maj area frac: 0
- Setup tns final: 0 ns
- Syn-to-layout area delta: 13.97%
- Worst Path Buf+Inv: 3
- Async set or reset register ratio after synthesis: 0
- CTS Buffer Depth: 3
- Non-Filler Instances: between 7000 and 8000
- Num CTS Buffers: just under 200
- Reg power frac: 0.543
- Fin crit period: just under 9 ns
- Min Hold Slack: 4.477 ns
- Critical path's slowest cell: nor2_1
- Critical path data required time: 24.64 ns
- VDD IR max: 0.07851 mV
- Ys cells: 4525
- Placed instance count: 7227
- Die area: around 0.2 mm2
- Placer Congestion: around 1.0
- IO Port Bufs: around 76
- Filler Cell Count: around 16000
- Worst slew pin tran: roughly 1.2 ns
- OpenROAD warning count: 51
- Max cap viols: 0
- #FFs+latches synth: between 2000 and 2500
- Die Width: about 450 um
- Synthesized instance count: about 4500
- Combinational power share: 0.057
- Top cell type by total area after synthesis: edfxtp_1
- WS Path Type: primary input to register
- Met2 Use GR: 0.4003
- Rows: approximately 160
- Via density: ~6.1
- Avg Cell Area, Syn: around 17 um2
- Largest net degree at the start of global routing: around 80
## layout make-up
| cell class | instances | area share |
|---|---|---|
| Inverter | 18 | 0.0007780 |
| Tap cell | 2624 | 0.03645 |
| Clock inverter | 94 | 0.007572 |
| Antenna cell | 26 | 0.0007224 |
| Clock buffer | 261 | 0.05811 |
| Sequential cell | 2080 | 0.6882 |
| Timing Repair Buffer | 398 | 0.03557 |
| Multi-Input combinational cell | 2107 | 0.1726 |
## per-stage QoR
step	instance area [um2]	worst slack, ns	util	power, uW
global placement	84080	14.83	0.4299	4359
CTS	90000	15.74	0.4601	7184
detailed placement	84080	14.86	0.4299	4361
finish	90060	15.53	0.4604	7169
floorplan	79020	15.68	-	4166
global route	90040	15.54	0.4603	7341
## layout by cell type (no fill, tap or decap), drive strengths merged, types with 7 or more instances in the layout
| master | Yosys | final |
|---|---|---|
| edfxtp | 2048 | 2048 |
| o221ai | 24 | 24 |
| mux4 | 52 | 52 |
| a221o | 31 | 31 |
| a22o | 100 | 100 |
| a22oi | 401 | 401 |
| nand4 | 24 | 24 |
| dlxtn | 32 | 32 |
| a222oi | 35 | 35 |
| a221oi | 178 | 178 |
| a211oi | 10 | 10 |
| o22a | 7 | 7 |
| a21oi | 107 | 107 |
| a31oi | 82 | 82 |
| o22ai | 39 | 39 |
| inv | 17 | 24 |
| nor2 | 332 | 332 |
| nor2b | 15 | 15 |
| nor4 | 14 | 14 |
| a41oi | 14 | 14 |
| and3 | 13 | 13 |
| mux2i | 133 | 133 |
| and2 | 10 | 10 |
| nor3 | 17 | 17 |
| bufinv | 0 | 8 |
| mux2 | 79 | 79 |
| buf | 197 | 333 |
| nand3 | 28 | 28 |
| o21ai | 77 | 77 |
| diode | 0 | 26 |
| clkbuf | 123 | 261 |
| clkdlybuf4s50 | 0 | 65 |
| clkinv | 1 | 79 |
| nand2b | 11 | 11 |
| o211ai | 13 | 13 |
| nand2 | 171 | 171 |
| o2bb2ai | 11 | 11 |
## power by group through the flow
| stage | sequential (uW) | clock, uW | combinational [uW] |
|---|---|---|---|
| after global routing | 3890 | 3030 | 424 |
| final | 3890 | 2870 | 409 |
| after CTS | 3890 | 2900 | 397 |
## cells in the mapped netlist, types with 11 or more instances
| master | count |
|---|---|
| o21ai_0 | 75 |
| nor2_1 | 332 |
| nand4_1 | 24 |
| edfxtp_1 | 2048 |
| buf_1 | 21 |
| buf_6 | 30 |
| a31oi_1 | 82 |
| a21oi_1 | 107 |
| nand2_1 | 171 |
| nor2b_1 | 15 |
| nand2b_1 | 11 |
| nand3_1 | 28 |
| a22o_1 | 100 |
| buf_2 | 124 |
| o221ai_1 | 24 |
| clkbuf_1 | 123 |
| o211ai_1 | 13 |
| and3_1 | 12 |
| dlxtn_1 | 32 |
| o22ai_1 | 39 |
| mux4_2 | 52 |
| mux2i_1 | 133 |
| a222oi_1 | 35 |
| o2bb2ai_1 | 11 |
| inv_1 | 17 |
| a41oi_1 | 14 |
| buf_4 | 19 |
| a22oi_1 | 399 |
| nor3_1 | 16 |
| a221o_1 | 31 |
| a221oi_1 | 174 |
| mux2_2 | 77 |
## sequential cells by signal, summed over array words and instances (netlist names)
| name | flops |
|---|---|
| mem | 2048 |
| rd_data_mem | 32 |
## final timing paths
kind	slack, ns	cells past startpoint	to
min	4.48	1	mem[14][0]$_DFFE_PP_
max	15.53	6	mem[23][8]$_DFFE_PP_
## routing by layer
metal,up-vias,part of all wire
met2,3354,0.45
met1,22850,0.30
met5,-,0.0042
li1,19250,-
met4,44,0.065
met3,636,0.19
## kinds of logic (layout without fill, tap and decap cells)
family	after synthesis	in the layout
compound gates	1166	1166
buf+inv	338	771
flops	2048	2048
latches	32	32
mux	264	264
other cells	0	26
simple gates	677	677
Power figures rest on the tool's default switching activity, not on a simulated workload.

--- ./design.v ---
module reg_file #(parameter DATA_WIDTH = 32) (
    input       clk,
    input       wr_en,
    input       [4:0] rd_addr1, rd_addr2, wr_addr,
    input       [DATA_WIDTH-1:0] wr_data,
    output      [DATA_WIDTH-1:0] rd_data1, rd_data2
);
reg [DATA_WIDTH-1:0] reg_file_arr [0:31];
integer i;
initial begin
    for (i = 0; i < 32; i = i + 1) begin
        reg_file_arr[i] = 0;
    end
end
always @(posedge clk) begin
    if (wr_en) reg_file_arr[wr_addr] <= wr_data;
end
assign rd_data1 = ( rd_addr1 != 0 ) ? reg_file_arr[rd_addr1] : 0;
assign rd_data2 = ( rd_addr2 != 0 ) ? reg_file_arr[rd_addr2] : 0;
endmodule
--- ./run.sh ---
#!/bin/bash
# OpenROAD 26Q1-2900-gdf79404cd8, Yosys 0.63+post, stock flow scripts
make -C /OpenROAD-flow-scripts/flow DESIGN_CONFIG=/design/flow/config.mk WORK_HOME=/design/flow/orfs finish
--- ./config.mk ---
export PLATFORM = sky130hd
export DESIGN_NAME = reg_file
export DESIGN_NICKNAME = reg_file
export VERILOG_FILES = /design/flow/design.v
export SDC_FILE = /design/flow/constraint.sdc
export NUM_CORES = 4
export LEC_CHECK = 1
export CORE_UTILIZATION = 50
--- ./constraint.sdc ---
current_design reg_file

set clk_period 5.9
set clk_io_pct 0.2

create_clock -name clk0 -period $clk_period [get_ports {clk}]

set non_clock_inputs [all_inputs -no_clocks]
set_input_delay [expr $clk_period * $clk_io_pct] -clock clk0 $non_clock_inputs
set_output_delay [expr $clk_period * $clk_io_pct] -clock clk0 [all_outputs]
==> run_results.csv <==
group,metric,value,unit
status,status,"finished clean",
final_timing,period_minus_slack,5.88,ns
worst_hold_path,hold_start,"wr_data[27]",
route,drt-total-wl,149000,µm
grt,grt_max_degree,69,
run,maxCapViolCount,0,
cells_and_area,nFillCells,6537,
clock_network,clock-root-buffer,"clkbuf_16",
floorplanning,io_pins,113,
route,route.detailed.drc,0,
synth,yosysTopAreaCell,"edfxtp_1",
final_timing,post-route-period-util,99.6,%
grt,grt_pass1_wl,211000,µm
floorplanning,rows,112,
route,drt_pass1_iterations,5,
synth,netlist.area_leader.share,65.5,%
place,place.gp.congestion,0.924,
floorplanning,die_h,308,µm
synth,mux_area_share,24.9,%
synth,synth-xor-area-share,0,%
clock_network,clk_path_buf_depth,3,
floorplanning,fp_util,50.4,%
cells_and_area,fin_cells,3959,
grt,grt_pass1_vias,30100,
final_timing,max_slew_margin,3.16,%
synth,synth-seq-cells,1024,
route,vias_per_cell,6.76,
clock_network,cts-htree-levels,3,
synth,simple_gate_share,1.94,%
final_timing,drv_slew,0,
power_and_ir_drop,clockPowerShare,41.0,%
place,portBuffers,112,
route,drtAntennaViolNets,0,
synth,topCombFamilyByArea,"multiplexers",
route,wl_per_cell,37.6,µm
final_timing,rsz0062_at_grt,"false",
final_timing,hold_viol,0,
synth,adder_share,0,%
grt,grt_overflow,0,
synth,syn_area,47000,µm²
worst_setup_path,cp-end-kind,"output port",
cells_and_area,largest_reg_flops,1024,
synth,yosys_cells,2400,
power_and_ir_drop,pwr-share-seq,49.5,%
power_and_ir_drop,p_leak,17.6,nW
final_timing,tightestPinTransition,1.44,ns
synth,ys_warn_count,1,
synth,synthAoiAreaFrac,5.41,%
clock_network,cts_num_sinks,1024,
floorplanning,core,93200,µm²
synth,synth-seq-area-share,65.5,%
place,hpwl,91200,µm
worst_setup_path,cp.required,4.72,ns
power_and_ir_drop,p_total,16.4,mW
grt,globalRouteTotalUtil,36.1,%
clock_network,cts_made_buffers,107,
synth,synthesis.instances,2400,
worst_hold_path,hold_depth,2,
worst_hold_path,hold_class,"in2reg",
power_and_ir_drop,intPower,12.7,mW
power_and_ir_drop,power_switching,3.74,mW
worst_setup_path,worstSetupPathType,"in2out",
cells_and_area,top_regs,"reg_file_arr x1024",
synth,yosysUniqueCellTypes,40,
final_timing,fmax,0.170,GHz
floorplanning,fp.dieW,308,µm
final_timing,setup_violations,0,
power_and_ir_drop,ir_worst_vdd,280,µV
cells_and_area,top_register,"reg_file_arr",
power_and_ir_drop,p_per_area,302,nW/µm²
route,num_vias,26800,
grt,antenna_found_initial,2,
cells_and_area,synthToLayoutAreaGrowth,15.7,%
worst_setup_path,critical_path_arrival,4.70,ns
clock_network,holdBufCountCts,0,
route,drt-initial-drc-count,1711,
synth,syn-mean-instance-area,19.6,µm²
worst_setup_path,worstSetupStartpoint,"rd_addr2[3]",
clock_network,tritoncts,"done",
synth,top_cells_by_area,"edfxtp_1 65%, mux4_2 20%, mux2i_1 3.9%",
worst_setup_path,crit_fanout,48,
floorplanning,dieArea,95200,µm²
power_and_ir_drop,combPwrFrac,9.5,%
run,warnings,26,
cells_and_area,drive_above_1_share,31.1,%
cells_and_area,fin_area,54300,µm²
clock_network,clk_pin_slew,0.06,ns
synth,yosys_area,47000,µm²
place,dp.cells,3758,
power_and_ir_drop,sw_frac_of_total,22.7,%
place,postPlaceCellArea,50800,µm²
worst_hold_path,min_to,"reg_file_arr[12][27]",
worst_setup_path,start_kind,"input pin",
[logic make-up (layout without fill, tap and decap cells)]
kind of cell	Yosys count	count (layout)
flops	1024	1024
mux	632	632
compound gates	331	331
buf+inv	226	530
simple gates	187	187
other cells	0	1
[per-stage QoR]
step                      TNS (ns)  worst slack, ns  util (%)  hold slack [ns]
after global placement       -3.13            -1.25      54.5             2.01
after detailed placement    -0.130          -0.0887      54.5             2.01
after CTS                        0            0.244      58.3             1.29
final                            0           0.0239      58.3             1.31
after global routing             0           0.0400      58.3             1.32
after floorplan                  0             1.97         -             1.28
[cells in the final DEF (no fill, tap or decap), drive strengths merged, types with 4 or more instances in the layout]
| master | instances |
|---|---|
| a221oi | 23 |
| nor2 | 35 |
| inv | 27 |
| a22o | 62 |
| or3b | 5 |
| a32o | 9 |
| clkbuf | 131 |
| nand3b | 7 |
| a2111oi | 31 |
| o22ai | 55 |
| nor3 | 33 |
| mux2 | 24 |
| and2 | 13 |
| nand3 | 4 |
| nor4 | 9 |
| o221ai | 31 |
| nor2b | 8 |
| mux4 | 425 |
| a211o | 23 |
| a211oi | 47 |
| a21oi | 46 |
| clkinv | 51 |
| clkdlybuf4s50 | 105 |
| edfxtp | 1024 |
| mux2i | 183 |
| nand2 | 65 |
| bufinv | 13 |
| buf | 200 |
[critical path, cell delays in order]
cell and delay (ns):
clkdlybuf4s50_1 0.80, or3b_2 0.24, buf_12 0.34, o221ai_1 0.20, a211oi_1 1.11, nor3_1 0.15
buf_4 0.20, clkdlybuf4s50_1 0.42
[layout make-up]
type	count	area, µm²	share of cell area [%]
sequential	1024	30700	56.6
multi-input combinational	1150	15400	28.4
timing repair buffer	305	2980	5.49
clock buffer	131	2790	5.13
tap	1254	1570	2.89
clock inverter	69	707	1.30
inverter	25	96.3	0.177
antenna	1	2.50	0.00461
[power groups by stage]
stage | registers [mW] | logic, mW | clock network, mW
after CTS | 8.13 | 1.54 | 6.81
after global routing | 8.14 | 1.64 | 7.09
final | 8.13 | 1.55 | 6.74
[Yosys cell counts, drive strengths merged]
cell        n
edfxtp   1024
and4        1
mux4      425
nor2       35
a21oi      46
a221oi     23
o22ai      55
buf        97
nor2b       8
and3        1
nor4        9
a22o       62
a211o      23
clkbuf    104
a2111oi    31
a221o       1
nand3       4
a211oi     47
inv        25
nand2      65
and2       13
o22a        1
or3b        5
mux2i     183
o211ai      1
nor4b       1
or3         2
o221ai     31
nand2b      3
nor3       33
mux2       24
a32o        9
a21boi      1
nand3b      7
[what timing repair did]
| action | CTS | global route |
|---|---|---|
| buffers inserted | 0 | 0 |
| setup endpoints to repair | 2 | 0 |
| gates resized | 3 | 0 |
[how the worst max path moves through the flow]
stage	to	slack [ns]	depth (start not counted)
global route	rd_data2[26]	0.04	8
finish	rd_data2[26]	0.02	8
CTS	rd_data2[26]	0.24	8
[layer usage]
| metal | vias to the layer above | GRT usage, % | part of all wire [%] |
|---|---|---|---|
| met4 | 8 | 10.7 | 4.1 |
| met5 | - | 1.91 | 0.31 |
| met1 | 13400 | 42.0 | 29 |
| met3 | 341 | 32.0 | 21 |
| met2 | 2171 | 50.1 | 46 |
| li1 | 10900 | - | - |
No activity file was given, so power comes from the tool's default toggle rates.

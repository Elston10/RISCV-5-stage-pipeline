`/design/flow/constraint.sdc`:
```
current_design execute_cycle

set clk_period 36.5
set clk_io_pct 0.2

create_clock -name clk0 -period $clk_period [get_ports {clk}]

set non_clock_inputs [all_inputs -no_clocks]
set_input_delay [expr $clk_period * $clk_io_pct] -clock clk0 $non_clock_inputs
set_output_delay [expr $clk_period * $clk_io_pct] -clock clk0 [all_outputs]
```
`/design/flow/config.mk`:
```
export PLATFORM = sky130hd
export DESIGN_NAME = execute_cycle
export DESIGN_NICKNAME = execute_cycle
export VERILOG_FILES = /design/flow/design.v
export SDC_FILE = /design/flow/constraint.sdc
export NUM_CORES = 4
export LEC_CHECK = 1
export CORE_UTILIZATION = 30
```
`/design/flow/run.sh`:
```
#!/bin/bash
# OpenROAD 26Q1-2900-gdf79404cd8, Yosys 0.63+post, stock flow scripts
make -C /OpenROAD-flow-scripts/flow DESIGN_CONFIG=/design/flow/config.mk WORK_HOME=/design/flow/orfs finish
```
`/design/flow/design.v`:
```
module adder #(parameter WIDTH = 32) (
    input       [WIDTH-1:0] a, b,
    output      [WIDTH-1:0] sum
);
assign sum = a + b;
endmodule
module mux2 #(parameter WIDTH = 32) (
    input       [WIDTH-1:0] d0, d1,
    input       sel,
    output      [WIDTH-1:0] y
);
assign y = sel ? d1 : d0;
endmodule
module mux4 #(parameter WIDTH = 8) (
    input       [WIDTH-1:0] d0, d1, d2, d3,
    input       [1:0] sel,
    output      [WIDTH-1:0] y
);
assign y = sel[1] ? (sel[0] ? d3 : d2) : (sel[0] ? d1 : d0);
endmodule
module alu #(parameter WIDTH = 32) (
    input [WIDTH-1:0] a, b,
    input [2:0] alu_ctrl,
    output reg [WIDTH-1:0] alu_out,
    output zero,
    input op7bit, funct3_bit
);
wire signed [31:0] a_s;
always @(*) begin
    case (alu_ctrl)
        3'b000: alu_out <= a + b;  
        3'b001: alu_out <= a - b;  
        3'b010: alu_out <= a & b;  
        3'b011: alu_out <= a | b;  
		  3'b100: alu_out <= a << b[4:0];  
        3'b101: begin 
            case (funct3_bit)
                1'b0: begin
                    if (a[31] != b[31])
                        alu_out <= a[31] ? 1 : 0; 
                    else
                        alu_out <= (a < b) ? 1 : 0; 
                end
                1'b1: alu_out <= (a < {20'b0, b[11:0]}) ? 1 : 0;
            endcase
        end
        3'b110: begin  
            if (op7bit == 1'b0)
                alu_out <= (a >> b[4:0]);  
            else
                alu_out <= (a_s >>> b[4:0]);  
        end
        3'b111: alu_out <= a ^ b; 
        default: alu_out <= 0;
    endcase
end
assign zero = (alu_out == 0) ? 1'b1 : 1'b0;
assign a_s = a;
endmodule
module branching_unit (
    input  [2:0] funct3,
    input        zero,    
    input        sign,    
    output reg   Branch   
); 
    always @(*) begin
        case (funct3)
            3'b000: Branch =  zero;      
            3'b001: Branch = !zero;      
            3'b100: Branch =  sign;      
            3'b101: Branch = !sign;      
            3'b110: Branch =  sign;      
            3'b111: Branch = !sign;      
            default: Branch = 0;
        endcase
    end
endmodule
module csr_exec
(
  input  [31:0] csr_old,     
  input  [31:0] csr_wdata,   
  input  [2:0]  funct3,      
  output reg [31:0] csr_data,   
  output reg [31:0] csr_new     
);
always @(*) begin
  case(funct3)
    3'b001: begin  
      csr_data = csr_old;      
      csr_new  = csr_wdata;    
    end
    3'b010: begin  
      csr_data = csr_old;
      csr_new  = csr_old | csr_wdata;
    end
    3'b011: begin  
      csr_data = csr_old;
      csr_new  = csr_old & ~csr_wdata;
    end
    3'b101: begin  
      csr_data = csr_old;
      csr_new  = csr_wdata;
    end
    3'b110: begin  
      csr_data = csr_old;
      csr_new  = csr_old | csr_wdata;
    end
    3'b111: begin  
      csr_data = csr_old;
      csr_new  = csr_old & ~csr_wdata;
    end
    default: begin
      csr_data = 32'b0;
      csr_new  = csr_old;   
    end
  endcase
end
endmodule
module csr_reg_file (
    input         clk,
    input         reset,
    input  [11:0] csr_addr,    
    input  [31:0] wdata,       
    input         we,          
    output reg [31:0] rdata    
);
    reg [31:0] mrTEVi0, mrTEVi1, mrTEVi2, mrTEVi3;
    reg [31:0] mrWDEVi0, mrWDEVi1, mrWDEVi2, mrWDEVi3;
    reg [31:0] mrD1EVi0, mrD1EVi1, mrD1EVi2, mrD1EVi3;
    reg [31:0] mrD2EVi0, mrD2EVi1, mrD2EVi2, mrD2EVi3;
    reg [31:0] crTR0,crTR1,crTR2,crTR3;
    reg [31:0] crEV0,crEV1,crEV2,crEV3;
    always @(*) begin
        case (csr_addr)
            12'h7E0: rdata = mrTEVi0;
            12'h7E1: rdata = mrWDEVi0;
            12'h7E2: rdata = mrD1EVi0;
            12'h7E3: rdata = mrD2EVi0;
            12'h7E4: rdata= crTR0;
            12'h7E5: rdata=crEV0;
            12'h7E6: rdata=mrCntSleep0;
            12'h7E7: rdata=mrCntRun0;
            12'h7F0: rdata = mrTEVi1;
            12'h7F1: rdata = mrWDEVi1;
            12'h7F2: rdata = mrD1EVi1;
            12'h7F3: rdata = mrD2EVi1;
            12'h7F4: rdata = crTR1;
            12'h7F5: rdata = crEV1;
            12'h7F6: rdata = mrCntSleep1;
            12'h7F7: rdata = mrCntRun1;
            12'h800: rdata = mrTEVi2;
            12'h801: rdata = mrWDEVi2;
            12'h802: rdata = mrD1EVi2;
            12'h803: rdata = mrD2EVi2;
            12'h804: rdata = crTR2;
            12'h805: rdata = crEV2;
            12'h806: rdata = mrCntSleep2;
            12'h807: rdata = mrCntRun2;
            12'h900: rdata = mrTEVi3;
            12'h901: rdata = mrWDEVi3;
            12'h902: rdata = mrD1EVi3;
            12'h903: rdata = mrD2EVi3;
            12'h904: rdata = crTR2;
            12'h905: rdata = crEV2;
            12'h906: rdata = mrCntSleep2;
            12'h907: rdata = mrCntRun2;
            default: rdata = 32'b0;
        endcase
    end
    always @(posedge clk or posedge reset) begin
        if (reset) begin
            mrTEVi0  <= 32'b0; mrWDEVi0 <= 32'b0; mrD1EVi0 <= 32'b0; mrD2EVi0 <= 32'b0;
            mrTEVi1  <= 32'b0; mrWDEVi1 <= 32'b0; mrD1EVi1 <= 32'b0; mrD2EVi1 <= 32'b0;
            mrTEVi2  <= 32'b0; mrWDEVi2 <= 32'b0; mrD1EVi2 <= 32'b0; mrD2EVi2 <= 32'b0;
            mrTEVi3  <= 32'b0; mrWDEVi3 <= 32'b0; mrD1EVi3 <= 32'b0; mrD2EVi3 <= 32'b0;
        end else if (we) begin
            case (csr_addr)
                12'h7E0: mrTEVi0  <= wdata;
                12'h7E1: mrWDEVi0 <= wdata;
                12'h7E2: mrD1EVi0 <= wdata;
                12'h7E3: mrD2EVi0 <= wdata;
                12'h7E4: crTR0    <= wdata;
                12'h7F0: mrTEVi1  <= wdata;
                12'h7F1: mrWDEVi1 <= wdata;
                12'h7F2: mrD1EVi1 <= wdata;
                12'h7F3: mrD2EVi1 <= wdata;
                12'h7F4: crTR1    <= wdata;
                12'h800: mrTEVi2  <= wdata;
                12'h801: mrWDEVi2 <= wdata;
                12'h802: mrD1EVi2 <= wdata;
                12'h803: mrD2EVi2 <= wdata;
                12'h804: crTR2    <= wdata;
                12'h900: mrTEVi3  <= wdata;
                12'h901: mrWDEVi3 <= wdata;
                12'h902: mrD1EVi3 <= wdata;
                12'h903: mrD2EVi3 <= wdata;
                12'h904: crTR3    <= wdata;
            endcase
        end
    end
endmodule
module execute_cycle(
input clk,rst,
input RegWriteE, MemWriteE, BranchE, ALUSrcE, op7bit, luiE,
input [2:0] ALUControlE,funct3,ResultSrcE,
input [31:0]InstrE,CSRE,
input [1:0] JumpE,ForwardOp1,ForwardOp2,
input [4:0] RdE,
input [31:0] RD1E, RD2E, PCE, PCPlus4E, ImmExtE,ResultW,
output PCSrcE,RegWriteM,MemWriteM,Branch_or_Jump,
output [2:0] ResultSrcM,
output [4:0] RdM,
output [31:0] PCTargetE,WriteDataM,ALUResultM,PCPlus4M,luAuiPCM,InstrM
);
wire [31:0] Result_Final;
reg RegWrite_mr,MemWrite_mr;
wire is_lui,is_auipc;
reg [2:0] ResultSrc_mr;
wire [31:0] SrcA,SrcB,SrcB_Final,ALUResultE,csr_operand,new_csr;
wire ZeroE, ALUR31, Branch_type;
wire [31:0] BranchAddr,JumpTarget,WriteDataE,Auipc,lAuiPC;
assign WriteDataE=SrcB;
assign Branch_or_Jump=((JumpE!=2'b00)|BranchE)?1'b1:1'b0;
reg [31:0] WriteData_mr,PCPlus4_mr,ALUResult_mr,lAuiPC_r,InstrE_r,CSR_mr,CSRResult_mr,new_csr_mr;
reg[4:0] Rd_mr;
assign is_lui=(InstrE[6:0]==7'b0110111)?1'b1:1'b0;
assign is_auipc=(InstrE[6:0]==7'b0010111)?1'b1:1'b0;
always @(posedge clk or posedge rst)begin
if(rst)begin
RegWrite_mr<=1'b0;
MemWrite_mr<=1'b0;
ResultSrc_mr<=3'b0;
WriteData_mr<=32'b0;
Rd_mr<=32'b0;
PCPlus4_mr<=32'b0;
ALUResult_mr<=32'b0;
lAuiPC_r<=32'b0;
InstrE_r<=32'b0;
new_csr_mr<=32'b0;
end else begin
RegWrite_mr<=RegWriteE;
MemWrite_mr<=MemWriteE;
ResultSrc_mr<=ResultSrcE;
WriteData_mr<=WriteDataE;
Rd_mr<=RdE;
PCPlus4_mr<=PCPlus4E;
ALUResult_mr<=Result_Final;
lAuiPC_r<=lAuiPC;
InstrE_r<=InstrE;
end
end
mux4 #(32) ForwardOperand_1 (
.d0(RD1E),  
.d1(ResultW),  
.d2(ALUResultM),  
.d3(32'b0),  
.sel(ForwardOp1),
.y(SrcA)
);
mux4 #(32) ForwardOperand_2 (
.d0(RD2E),  
.d1(ResultW),  
.d2(ALUResultM),  
.d3(32'b0),
.sel(ForwardOp2),
.y(SrcB)
);
mux2 operand_select(
.d0(SrcB),
.d1(ImmExtE),
.sel(ALUSrcE),
.y(SrcB_Final)
);
adder#(32) auipcadder(PCE,ImmExtE,Auipc);
mux2 #(32) luipcmux( Auipc,ImmExtE, luiE,lAuiPC);
alu alu_unit(
.a(SrcA),
.b(SrcB_Final),
.alu_ctrl(ALUControlE),
.alu_out(ALUResultE),
.zero(ZeroE),
.op7bit(op7bit),
.funct3_bit(funct3[0])
);
mux2 #(32) hazrd_auipc_mux(.d0(ALUResultE),.d1(lAuiPC),.sel(is_auipc|is_lui),.y(Result_Final));
assign ALUR31 = ALUResultE[31];
branching_unit branch(
.zero(ZeroE),
.funct3(funct3),
.sign(ALUR31),
.Branch(Branch_type)
);
adder#(32) pcaddbranch(PCE, ImmExtE, BranchAddr);
assign PCTargetE = (JumpE != 2'b00) ? JumpTarget : BranchAddr;
assign PCSrcE = (Branch_type & BranchE) | (JumpE!=2'b00) ;
jump_mux jump_selector (
.pc(PCE),
.imm(ImmExtE),
.rs1(RD1E),
.Jump(JumpE),
.next_pc(JumpTarget)
);
mux2 #(32) op_csr_select(.d0(RD2E),
                         .d1(ImmExE),
                         .sel(Instr[14]),
                         .y(csr_operand));
csr_reg_file csr_reg(
    .clk(clk),
    .reset(rst),
    .csr_addr(InstrE[31:20]),
    .we(RegWriteE),
    .wdata(new_csr),
    .rdata(CSR_ResultE)
);
csr_exec csr_unit(
    .csr_old(csr_operand),
    .csr_wdata(CSRE),
    .funct3(Instr[14:12]),
    .csr_data(),
    .csr_new(new_csr)
);
assign RegWriteM = RegWrite_mr;
assign ResultSrcM = ResultSrc_mr;
assign WriteDataM = WriteData_mr;
assign ALUResultM =  ALUResult_mr;
assign RdM =  Rd_mr;
assign PCPlus4M = PCPlus4_mr;
assign luAuiPCM =lAuiPC_r;
assign InstrM=InstrE_r;
assign MemWriteM=MemWrite_mr;
endmodule
module jump_mux (
    input  [31:0] pc,        
    input  [31:0] imm,       
    input  [31:0] rs1,       
    input  [1:0]  Jump,      
    output reg [31:0] next_pc
);
always @(*) begin
    case (Jump)
        2'b00: next_pc = pc + 4;                  
        2'b01: next_pc = pc + imm;                
        2'b10: next_pc = (rs1 + imm) & ~32'h1;    
        default: next_pc = 32'b0;                 
    endcase
end
endmodule
```
==> run notes <==
fresh numbers from the pnr run: run status=completed, IO Count=a little under 500, Routed WL per cell=a little under 30 µm, Pwr Density=approximately 41 mW/mm², Met1 Routed Length=between 40,000 and 50,000 µm, P_leak=between 10 and 15 nW, Reg clk slew, reported paths=roughly 80 ps, ratio of cells with drive above 1 in the final layout=0.0710, fmax=between 0.04 and 0.05 GHz, final period utilization=0.623, DR DRC count=0, TritonCTS buffer count=17, setup TNS=0 ps, Inst Count DP=3,550, initial antenna violation count=6, slew margin rel.=0.347, CTS tree=yes, most numerous logic cell after layout=clkdlybuf4s50_1, Core Box Area=0.0616 mm², # hold bufs at CTS=0, Arr. time, crit path=between 15,000 and 20,000 ps, Min Hold Slack=approximately 720 ps, # port buffers=approximately 460, fp_density=0.303, Req. time, crit path=approximately 29,000 ps, main flop type=dfrtp_1, cells after synthesis=~2,300, Via Count=between 20,000 and 25,000, Pre-antenna DRT Iters=6, area leader, netlist=dfrtp_1, Mapped Area=about 0.019 mm², HP Class=register to register, max-slew violation count=0, mean post-synth cell area=8.04 µm², Syn-to-layout area delta=33.5%, GPL Wtd Cong=approximately 1.0, htree depth=4, clk latency of the worst-skew pair=460 ps, register area share after synthesis=0.228, CTS Buffer Depth=2, worst setup path class=primary input to output pin, CP Max Fanout=34, utilization after layout=0.405, most instantiated logic cells after routing=clkdlybuf4s50_1 (451), nor2_1 (184), nand2_1 (181), final cell count without fillers=between 3,000 and 4,000, Cell Type Count=between 90 and 100, die area=about 0.063 mm², Max Cap Violations=0, Worst setup EP type=output pin, ANT nets after route=0, DR iter-0 viols=between 2,000 and 2,500, final clock skew=between 9 and 10 ps, Final HPWL DP=around 85,000 µm, fin crit period=between 20,000 and 25,000 ps, # Cells Yosys=2,323, first-pass GRT wire length=roughly 150,000 µm, routed vias/inst=5.89, unrepaired setup endpoints after global routing=false, clock root buffer=clkbuf_16, Power Total=about 1.0 mW, vias in the first global route=20,100, Synth top area share=0.228, cts repair resizes=0, warnings from Yosys=19, yosys stat chip area=about 0.019 mm², Total GRT Usage=0.335, EDFF count, synth=0, total grt overflow=0, met2 wire len=around 46,000 µm, Die X=between 200 and 300 µm, Synth area leaders=dfrtp_1 (23%), ha_1 (11%), mux2i_1 (9.6%), Final Setup Violations=0, Registers, synthesis=approximately 170, Highest Signal Layer=met5, worst-margin pin slew=about 960 ps, # rows=between 90 and 100, stage-log warning count=122, Die Y=between 200 and 300 µm, Critical Path Start Type=primary input, largest net degree at the start of global routing=~64, clk sinks=between 150 and 200, total routed wirelength=105,000 µm, maximum vdd ir drop=~0.038 mV, Hold Vio Cnt, Final=0, asr flop ratio synth=1.00, DR WL met3=roughly 9000 µm, setup repair bufs after CTS=0
metal layers:
metal | vias to the layer above | GRT usage
met4 | 4 | 0.0749
li1 | 9558 | -
met5 | - | 0
met1 | 10300 | 0.493
met3 | 130 | 0.0760
met2 | 1119 | 0.503
synthesized netlist by cell type, drive strengths merged (18+ instances only):
master and instances:
a211oi 46, a21o 38, a21oi 164, a22o 24, a22oi 19, a31oi 20, buf 48, clkbuf 99
dfrtp 170, ha 158, inv 121, mux2 34, mux2i 182, nand2 182, nand2b 25, nand3 47
nand4 18, nor2 186, nor2b 19, nor3 43, nor4 21, o211ai 25, o21ai 172, o22ai 88
o2bb2ai 40, xnor2 35, xor2 31
state kept, by name, summed over array words and instances (netlist names):
signal and flops:
ALUResult_mr 32, InstrE_r 32, MemWrite_mr 1, PCPlus4_mr 32, Rd_mr 5, RegWrite_mr 1
ResultSrc_mr 3, WriteData_mr 32, lAuiPC_r 32
worst max-delay path, stage by stage:
cell             delay [ps]
clkdlybuf4s50_1         460
buf_4                   410
nor2b_2                 720
buf_4                   400
o2bb2ai_1               380
inv_1                   200
ha_1                    280
fa_1                    450
nand2b_1                200
a21oi_1                 270
o22ai_1                 250
a21oi_1                 560
a21boi_0                290
o2111a_1                300
a21oi_1                 130
o211ai_1                250
nor4_1                  350
nand4_1                 320
nor4_2                  420
nand3_1                 120
or4_1                   470
a211oi_1                270
clkdlybuf4s50_1         530
cell families (layout without fill, tap and decap cells):
| group | after synthesis | after routing | synth area share |
|---|---|---|---|
| mux | 216 | 216 | 0.120 |
| compound gates | 824 | 824 | 0.299 |
| fa+ha+maj | 162 | 162 | 0.110 |
| flops | 170 | 170 | 0.228 |
| xor+xnor | 66 | 66 | 0.0310 |
| other cells | 0 | 2 | 0 |
| buf+inv | 269 | 691 | 0.0568 |
| simple gates | 616 | 616 | 0.155 |
stage by stage:
stage               setup WS (ps)  cell area, µm²
CTS                         14040           24900
finish                      13770           24900
detailed placement          14100           24300
global route                13540           24900
floorplan                   16820           18700
global placement            14220           24300
cell type report:
cell class                      count  area (µm²)
Antenna cell                        2        5.00
Clock buffer                       17         425
Clock inverter                     15         200
Fill cell                        6123       36700
Inverter                          122         465
Multi-Input combinational cell   1884       13400
Sequential cell                   170        4250
Tap cell                          837        1050
Timing Repair Buffer              537        5150
power breakdown:
part	switching (mW)	leakage, nW	internal (mW)
Sequential	0.0243	2.04	0.214
Combinational	0.349	8.17	0.235
Clock	0.0954	0.305	0.0998
path summary, 6_finish.rpt:
path | start | end | slack (ps) | cells after the start
max | ForwardOp1[0] | PCSrcE | 13770 | 23
min | ALUResult_mr[22] | WriteData_mr[22] | 720 | 2
max reg2reg | ALUResult_mr[2] | ALUResult_mr[31] | 30420 | 18
min reg2reg | ALUResult_mr[22] | WriteData_mr[22] | 720 | 2
max in group asynchronous | rst | PCPlus4_mr[30] | 27680 | 4
min in group asynchronous | rst | WriteData_mr[23] | 7200 | 2
No activity file was given, so power comes from the tool's default toggle rates.
